<file path="run.sh">
#!/bin/bash
# OpenROAD 26Q1-2900-gdf79404cd8, Yosys 0.63+post, stock flow scripts
make -C /OpenROAD-flow-scripts/flow DESIGN_CONFIG=/design/flow/config.mk WORK_HOME=/design/flow/orfs finish
</file>
<file path="config.mk">
export PLATFORM = sky130hd
export DESIGN_NAME = led_module
export DESIGN_NICKNAME = led_module
export VERILOG_FILES = /design/flow/design.v
export SDC_FILE = /design/flow/constraint.sdc
export NUM_CORES = 4
export LEC_CHECK = 1
export CORE_AREA = 10 10 70 70
export DIE_AREA = 0 0 80 80
</file>
<file path="constraint.sdc">
current_design led_module

set clk_period 1.0
set clk_io_pct 0.2

create_clock -name clk0 -period $clk_period [get_ports {sys_clk}]

set non_clock_inputs [all_inputs -no_clocks]
set_input_delay [expr $clk_period * $clk_io_pct] -clock clk0 $non_clock_inputs
set_output_delay [expr $clk_period * $clk_io_pct] -clock clk0 [all_outputs]
</file>
<file path="design.v">
module led_module (
    input              sys_clk   ,        
    input              sys_rst_n ,        
    input       [3:0]  state     ,        
    input       [3:0]  key       ,        
    output reg  [23:0]  led               
);
parameter  Yellow_Count = 20000;      
reg    [24:0]     count;              
always @(posedge sys_clk or negedge sys_rst_n)begin                                  
    if(!sys_rst_n)                                                                   
        count <= 25'b0;                                                                
    else if (count < Yellow_Count - 1'b1)                                                                                                        
        count <= count + 1'b1;
    else
        count <= 25'b0;
end
always @(posedge sys_clk or negedge sys_rst_n)begin
    if(!sys_rst_n)
        led <= 24'b100_100_100_100_100_100_100_100;
    else if(key[0] == 1'b0)
        led <= 24'b010_100_010_100_100_100_100_100;
	 else if(key[1] == 1'b0)
        led <= 24'b100_010_100_010_100_100_100_100;
	 else if(key[2] == 1'b0)
        led <= 24'b001_001_001_001_001_001_001_001;
    else begin
        case(state)
            4'b0000: led <= 24'b010_100_010_100_100_100_100_100; 
            4'b0001: led <= 24'b001_100_001_100_100_100_100_100; 
            4'b0010: led <= 24'b100_100_100_100_010_100_010_100; 
            4'b0011: led <= 24'b100_100_100_100_001_100_001_100; 
			4'b0100: led <= 24'b100_010_100_010_100_100_100_100; 
			4'b0101: led <= 24'b100_001_100_001_100_100_100_100; 
            4'b0110: led <= 24'b100_100_100_100_100_010_100_010; 
            4'b0111: led <= 24'b100_100_100_100_100_001_100_001; 
            default: led <= 24'b010_100_010_100_100_100_100_100; 
        endcase
    end
end
endmodule             
</file>
==> qor_table.md <==
| Metric | Reported |
|---|---|
| Outcome | complete, but fails checks |
| Violated checks | setup timing |
| Data arrival, critical path | 0.88 ns |
| Number of iterations in the first detailed-routing pass | 4 |
| Top Layer Used | met4 |
| Largest incremental delay on the critical path | 0.53 ns |
| First-pass GRT wire length | 2310 um |
| Cell area after placement | 901 um2 |
| TritonCTS clock tree | yes |
| Layout area overhead | 41.7% |
| Post-CTS setup buffer count | 0 |
| Area inside the core boundary | 0.00342 mm2 |
| Yosys cell count | 54 |
| Total power of the final layout | 1.03 mW |
| Cell area after technology mapping | 576 um2 |
| Final count of hold timing violations | 0 |
| Worst-case setup slack after placement | -0.383 ns |
| Number of flip-flops under the largest register name | 12 |
| Clock sink count | 12 |
| Clock root buffer | sky130_fd_sc_hd__clkbuf_4 |
| Max capacitance violation total | 0 |
| Final number of max-transition violations | 0 |
| Final period util | 1.08 |
| Most frequently placed logic cells in the final layout | 24 x sky130_fd_sc_hd__buf_2, 8 x sky130_fd_sc_hd__dfrtp_1, 6 x sky130_fd_sc_hd__buf_4 |
| Slowest cell on the critical path | sky130_fd_sc_hd__dfstp_2 |
| Distinct cells, synth | 18 |
| Kind of capture point of the worst setup path | output port |
| Vias after detailed routing | 460 |
| Class of the most critical hold timing path | in -> async |
| Routed wire length on met2 | 595 um |
| Placer congestion estimate | 0.785 |
| Layout cells sized above 1 | 0.482 |
| Global router's overall resource usage | 0.0435 |
| Count of port buffers added during placement | 32 |
| Final routed wire length divided by cell count | 11.3 um |
| Die width | 80 um |
| Residual DRC count | 0 |
| Routed wire length | 1460 um |
| Final Critical Period | 1.08 ns |
| Ys Warns | 1 |
| Worst voltage drop across the vdd grid | 0.000378 V |
| Critical path launch point type | flip-flop |
| Relative slew margins | 0.845 |
| CTS H-Tree Depth | 1 |
| Hold bufs inserted after CTS | 0 |
| Final setup violation count | 8 |
| Unrepaired setup endpoints after global routing | yes |
| Top delay family on crit path | flip-flops |
| Diode count | 0 |
| Critical path, cell by cell | buf_2 |
| Register with the highest flop count | led |
| Yosys reg bits | 12 |
| Initial core utilization | 0.168 |
| Worst path bufs/invs | 1 |
| Post-detail-place hpwl | 1240 um |
| Height of the die | 80 um |
| Total grt overflow | 0 |
| Tally of OpenROAD warnings | 28 |
| Post-synthesis cell count | 54 |
| Achievable frequency | 926 MHz |
| Antenna violations before repair | 0 |
| Via density | 3.57 |
| Sequential area share after synthesis | 0.530 |
| Detail Route met3 WL | 154 um |
| Site row count | 21 |
| Clock slew at the register clock pins of the worst setup and hold paths | 0.07 ns |
| Final Cell Area | 816 um2 |
| Vias in the first global route | 456 |
| Maximum fanout count along the critical path | 2 |
| 1st-iter DRT viols | 7 |
| Pleak | 0.410 nW |
| I/O Pins | 34 |
| Most common cell after layout, fill and taps aside | sky130_fd_sc_hd__buf_2 |
| Antenna-violating nets left | 0 |
| Buffer depth of the longest clock path | 2 |
| Post-route worst setup slack | -0.0802 ns |
| Transition time of the tightest slew-check pin | 0.231 ns |
| Largest net degree at the start of global routing | 13 |
| Type of the worst setup path | reg -> out |
| Chip footprint | 0.00640 mm2 |
| Required time at the endpoint of the critical path | 0.80 ns |
| Mean post-synth cell area | 10.7 um2 |
| CTS buffer count | 3 |
| Post-Route M1 WL | 678 um |
| Cell Pwr Density | 1260 mW/mm2 |
| Largest registers ranked by flip-flop count | led x12 |
| Post-synth area from yosys stat | 576 um2 |
==> through the flow <==
step / instances / util / hold slack (ns) / setup TNS, ns
final: 129 / 0.239 / 0.237 / -0.593
after global routing: 129 / 0.239 / 0.233 / -0.973
after CTS: 129 / 0.238 / 0.229 / -0.768
after detailed placement: 125 / 0.264 / 0.518 / -5.09
after global placement: 125 / 0.264 / 0.511 / -4.95
after floorplan: 54 / - / -0.0956 / 0
==> synth_stat cells <==
master                      n  area, um2
sky130_fd_sc_hd__a21bo_1    1       10.0
sky130_fd_sc_hd__nor3b_2    1       12.5
sky130_fd_sc_hd__and2b_1    1       7.51
sky130_fd_sc_hd__nand3_1    3       15.0
sky130_fd_sc_hd__a21o_1     1       7.51
sky130_fd_sc_hd__nand3b_1   3       22.5
sky130_fd_sc_hd__nor2_2     1       6.26
sky130_fd_sc_hd__dfrtp_1    8        200
sky130_fd_sc_hd__dfstp_2    4        105
sky130_fd_sc_hd__a21boi_1   2       15.0
sky130_fd_sc_hd__buf_4     13       97.6
sky130_fd_sc_hd__or3b_1     1       8.76
sky130_fd_sc_hd__nor2_1     1       3.75
sky130_fd_sc_hd__o21ai_0    2       10.0
sky130_fd_sc_hd__inv_1      1       3.75
sky130_fd_sc_hd__a21oi_1    4       20.0
sky130_fd_sc_hd__nand2_1    4       15.0
sky130_fd_sc_hd__nor3_1     3       15.0
==> metal layers <==
metal	vias to the layer above	global-route usage
met5	-	0
met4	0	0.0123
met3	2	0.0182
met2	21	0.0626
met1	205	0.0581
li1	232	-
==> worst max-delay path by stage <==
| stage | start | end | slack [ns] | cells past startpoint |
|---|---|---|---|---|
| CTS | led[8] | led[2] | -0.10 | 1 |
| global route | led[20] | led[14] | -0.13 | 1 |
| finish | led[8] | led[2] | -0.08 | 1 |
==> cell type report <==
cell class              instances  area, um2
repair buffers                 38        244
inverters                       1       3.75
clock buffers                   4       36.3
flip-flops and latches         12        305
fillers                       381       2600
multi-input cells              28        169
well taps                      46       57.6
==> cells by family after synthesis <==
group / Yosys count / synth area share
AOI/OAI and AO/OA: 10 / 0.109
and+or+nand+nor: 18 / 0.185
buffers and inverters: 14 / 0.176
DFF: 12 / 0.530
==> power by group <==
group	total [mW]	internal [mW]	switching [mW]
Combinational	0.147	0.0848	0.0624
Clock	0.358	0.221	0.138
Sequential	0.523	0.513	0.00946
Total	1.03	0.819	0.209
==> timing repair <==
item / 4_1_cts / 5_1_grt
pin swaps: 0 / 1
resized: 75 / 1
endpoints found under the setup margin: 34 / 15
Power is estimated from default activity; no workload was simulated.
