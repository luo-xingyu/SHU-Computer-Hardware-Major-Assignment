File: design/flow/run.sh
#!/bin/bash
# OpenROAD 26Q1-2900-gdf79404cd8, Yosys 0.63+post, stock flow scripts
make -C /OpenROAD-flow-scripts/flow DESIGN_CONFIG=/design/flow/config.mk WORK_HOME=/design/flow/orfs finish
File: design/flow/config.mk
export PLATFORM = sky130hd
export DESIGN_NAME = state_trans_model
export DESIGN_NICKNAME = state_trans_model
export VERILOG_FILES = /design/flow/design.v
export SDC_FILE = /design/flow/constraint.sdc
export NUM_CORES = 4
export LEC_CHECK = 1
export CORE_UTILIZATION = 50
File: design/flow/constraint.sdc
current_design state_trans_model

set clk_period 3.9
set clk_io_pct 0.2

create_clock -name clk0 -period $clk_period [get_ports {sys_clk}]

set non_clock_inputs [all_inputs -no_clocks]
set_input_delay [expr $clk_period * $clk_io_pct] -clock clk0 $non_clock_inputs
set_output_delay [expr $clk_period * $clk_io_pct] -clock clk0 [all_outputs]
File: design/flow/design.v
module  state_trans_model(
    input               sys_clk   ,         
    input               sys_rst_n ,         
    output  reg  [3:0]  state     ,         
    output  reg  [9:0]  n_time    ,         
    output  reg  [9:0]  e_time    ,         
	 output  reg  [9:0]  s_time    ,         
    output  reg  [9:0]  w_time    ,         
	 output  reg  [9:0]  nl_time    ,         
    output  reg  [9:0]  el_time    ,         
	 output  reg  [9:0]  sl_time    ,         
    output  reg  [9:0]  wl_time              
    );
parameter  TIME_LED_NSY    = 3;               
parameter  TIME_LED_NSR    = 60;              
parameter  TIME_LED_NSG    = 27;              
parameter  TIME_LED_WEY    = 3;               
parameter  TIME_LED_WER    = 60;              
parameter  TIME_LED_WEG    = 27;              
parameter  WIDTH         = 50000;        
reg    [5:0]     time_cnt;                  
reg    [24:0]    t_count;                   
reg              clk_t;                     
always @(posedge sys_clk or negedge sys_rst_n)begin
    if(!sys_rst_n)begin
        t_count <= 25'b0;
		  clk_t <= 1'b0;
	 end
    else if (t_count < WIDTH - 1'b1)begin
        t_count <= t_count + 1'b1;
		  clk_t <=  clk_t;
	 end
    else begin
        t_count <= 25'b0;
		  clk_t <= ~ clk_t;
	 end
end 
always @(posedge clk_t or negedge sys_rst_n)begin
    if(!sys_rst_n)begin        
        state <= 4'd0;
        time_cnt <= TIME_LED_NSG ;             
    end 
    else begin
        case (state)
            4'b0000:  begin                     
			    n_time <= time_cnt - 1'b1;                                          
                e_time <= time_cnt + TIME_LED_NSY * 2 + TIME_LED_NSG - 1'b1 ;        
	            s_time <= time_cnt - 1'b1;                                           
                w_time <= time_cnt + TIME_LED_NSY * 2 + TIME_LED_NSG - 1'b1 ;       
				nl_time <= time_cnt + TIME_LED_NSY - 1'b1;                           
                el_time <= time_cnt + TIME_LED_NSY * 2 + TIME_LED_NSG + TIME_LED_WEG + TIME_LED_WEY - 1'b1 ;       
	            sl_time <= time_cnt + TIME_LED_NSY - 1'b1;                           
                wl_time <= time_cnt + TIME_LED_NSY * 2 + TIME_LED_NSG + TIME_LED_WEG + TIME_LED_WEY - 1'b1 ;        
                if (time_cnt > 1)begin      
                    time_cnt <= time_cnt - 1'b1;
                    state <= state;
                end 
                else begin                        
                    time_cnt <= TIME_LED_NSY;     
                    state <= 4'b0001;             
					n_time <= TIME_LED_NSY;                 
                    e_time <= TIME_LED_WER-TIME_LED_NSG;    
	                s_time <= TIME_LED_NSY;              
                    w_time <= TIME_LED_WER-TIME_LED_NSG;    
					nl_time <= TIME_LED_NSY;                
                    el_time <= TIME_LED_WER+TIME_LED_NSY;   
	                sl_time <= TIME_LED_NSY;              
                    wl_time <= TIME_LED_WER+TIME_LED_NSY; 
                end 
            end 
            4'b0001:  begin                    
                n_time <= time_cnt - 1'b1;                 
                e_time <= TIME_LED_NSG+TIME_LED_NSY*2+time_cnt - 1'b1;     
	            s_time <= time_cnt - 1'b1;               
                w_time <= TIME_LED_NSG+TIME_LED_NSY*2+time_cnt - 1'b1;  
				nl_time <= time_cnt- 1'b1;      
                el_time <= time_cnt + TIME_LED_NSY+TIME_LED_NSG+TIME_LED_WEG+TIME_LED_WEY- 1'b1 ;       
	            sl_time <= time_cnt- 1'b1;            
                wl_time <= time_cnt + TIME_LED_NSY+TIME_LED_NSG+TIME_LED_WEG+TIME_LED_WEY- 1'b1 ;
                if (time_cnt > 1)begin
                    time_cnt <= time_cnt - 1'b1;
                    state <= state;
                end 
                else begin
                    time_cnt <= TIME_LED_NSG;  
                    state <= 4'b0010;          
					e_time <= TIME_LED_NSY+TIME_LED_NSG ;         
                    s_time <= TIME_LED_NSY+TIME_LED_NSG+TIME_LED_NSR;    
	                w_time <= TIME_LED_NSY+TIME_LED_NSG ;                
                    n_time <= TIME_LED_NSY+TIME_LED_NSG+TIME_LED_NSR; 
					nl_time <= TIME_LED_NSG;                  
                    el_time <= TIME_LED_WER;                
	                sl_time <= TIME_LED_NSG;              
                    wl_time <= TIME_LED_WER; 
                end 
            end 
            4'b0010:  begin                    
                e_time <= TIME_LED_NSY+time_cnt - 1'b1;          
                s_time <= TIME_LED_WER+time_cnt + TIME_LED_NSY - 1'b1;          
	            w_time <= TIME_LED_NSY+time_cnt - 1'b1;            
                n_time <= TIME_LED_WER+time_cnt + TIME_LED_NSY - 1'b1;
				nl_time <= time_cnt- 1'b1;      
                el_time <= time_cnt+TIME_LED_NSY+TIME_LED_WEY+TIME_LED_WEG- 1'b1 ;          
	            sl_time <= time_cnt- 1'b1;            
                wl_time <= time_cnt+TIME_LED_NSY+TIME_LED_WEY+TIME_LED_WEG- 1'b1 ; 
                if (time_cnt > 1)begin
                    time_cnt <= time_cnt - 1'b1;
                    state <= state;
                end 
                else begin
                    time_cnt <= TIME_LED_NSY;  
                    state <= 4'b0011;          
					e_time <= TIME_LED_NSY;                  
                    s_time <= TIME_LED_NSY+TIME_LED_WER;                
	                w_time <= TIME_LED_NSY;               
                    s_time <= TIME_LED_NSY+TIME_LED_WER; 
					nl_time <= TIME_LED_NSY;                  
                    el_time <= TIME_LED_NSY+TIME_LED_WEY+TIME_LED_WEG;                
	                sl_time <= TIME_LED_NSY;              
                    wl_time <= TIME_LED_NSY+TIME_LED_WEY+TIME_LED_WEG;    
                end 
            end 
            4'b0011:  begin                    
                e_time <= time_cnt - 1'b1;                 
                s_time <= TIME_LED_NSR+time_cnt - 1'b1;            
	            w_time <= time_cnt - 1'b1;            
                n_time <= TIME_LED_NSR+time_cnt - 1'b1; 
				el_time <= TIME_LED_WEY+ TIME_LED_WEG+time_cnt - 1'b1;          
                sl_time <= time_cnt - 1'b1;          
	            wl_time <= TIME_LED_WEY+ TIME_LED_WEG+time_cnt - 1'b1;                
                nl_time <= time_cnt - 1'b1; 
                if (time_cnt > 1)begin
                    time_cnt <= time_cnt - 1'b1;
                    state <= state;
                end 
                else begin
                    time_cnt <= TIME_LED_WEG;
                    state <= 4'b0100;           
					n_time <= TIME_LED_NSR;                
                    e_time <= TIME_LED_WEG;            
	                s_time <= TIME_LED_NSR;               
                    w_time <= TIME_LED_WEG; 
					nl_time <= TIME_LED_WER+TIME_LED_NSG+TIME_LED_NSY;                  
                    el_time <= TIME_LED_WEY+TIME_LED_WEG;                
	                sl_time <= TIME_LED_WER+TIME_LED_NSG+TIME_LED_NSY;               
                    wl_time <= TIME_LED_WEY+TIME_LED_WEG;   
                end 
            end		
	            4'b0100:  begin                    
                e_time <= time_cnt - 1'b1;                 
                s_time <= TIME_LED_WEY+TIME_LED_WEG+TIME_LED_WEY+time_cnt - 1'b1;            
	            w_time <= time_cnt - 1'b1;            
                n_time <= TIME_LED_WEY+TIME_LED_WEG+TIME_LED_WEY+time_cnt - 1'b1; 
				el_time <= TIME_LED_WEY+time_cnt - 1'b1;          
                sl_time <= TIME_LED_NSR+TIME_LED_WEY+time_cnt - 1'b1;          
	            wl_time <= TIME_LED_WEY+time_cnt - 1'b1;                
                nl_time <= TIME_LED_NSR+TIME_LED_WEY+time_cnt - 1'b1;   
                if (time_cnt > 1)begin
                    time_cnt <= time_cnt - 1'b1;
                    state <= state;
                end 
                else begin
                    time_cnt <= TIME_LED_WEY;
                    state <= 4'b0101;           
					n_time <= TIME_LED_WEG+TIME_LED_WEY*2;                
                    e_time <= TIME_LED_WEY;            
	                s_time <= TIME_LED_NSR;               
                    w_time <= TIME_LED_WEY; 
					nl_time <= TIME_LED_NSR+TIME_LED_WEY;                  
                    el_time <= TIME_LED_WEY;                
	                sl_time <= TIME_LED_NSR+TIME_LED_WEY;              
                    wl_time <= TIME_LED_WEY;   
                end 
            end	
	            4'b0101:  begin                    
                e_time <= time_cnt - 1'b1;           
                s_time <= TIME_LED_WEG+TIME_LED_WEY+time_cnt - 1'b1;            
	            w_time <= time_cnt - 1'b1;            
                n_time <= TIME_LED_WEG+TIME_LED_WEY+time_cnt - 1'b1;   
				el_time <= time_cnt - 1'b1;          
                sl_time <= TIME_LED_NSR+time_cnt - 1'b1;           
	            wl_time <= time_cnt - 1'b1;            
                nl_time <= TIME_LED_NSR+time_cnt - 1'b1; 
                if (time_cnt > 1)begin
                    time_cnt <= time_cnt - 1'b1;
                    state <= state;
                end 
                else begin
                    time_cnt <= TIME_LED_WEG;
                    state <= 4'b0110;           
					n_time <= TIME_LED_WEG+TIME_LED_WEY;                  
                    e_time <= TIME_LED_WEG+TIME_LED_WEY+TIME_LED_WER;            
	                s_time <= TIME_LED_WEG+TIME_LED_WEY;               
                    w_time <= TIME_LED_WEG+TIME_LED_WEY+TIME_LED_WER;    
					nl_time <= TIME_LED_WEG+TIME_LED_WEY+TIME_LED_NSY+TIME_LED_NSG;                  
                    el_time <= TIME_LED_WEG;               
	                sl_time <= TIME_LED_WEG+TIME_LED_WEY+TIME_LED_NSY+TIME_LED_NSG;               
                    wl_time <= TIME_LED_WEG;   
                end 
            end	
	            4'b0110:  begin                    
                e_time <= time_cnt - 1'b1;                 
                s_time <= TIME_LED_WEY+time_cnt - 1'b1;            
	            w_time <= time_cnt - 1'b1;            
                n_time <= TIME_LED_WEY+time_cnt - 1'b1;  
				el_time <= time_cnt - 1'b1;          
                sl_time <= TIME_LED_WEY+TIME_LED_NSG+TIME_LED_NSY+time_cnt - 1'b1;          
	            wl_time <= time_cnt - 1'b1;                
                nl_time <= TIME_LED_WEY+TIME_LED_NSG+TIME_LED_NSY+time_cnt - 1'b1; 
                if (time_cnt > 1)begin
                    time_cnt <= time_cnt - 1'b1;
                    state <= state;
                end 
                else begin
                    time_cnt <= TIME_LED_WEY;
                    state <= 4'b0111;           
						  n_time <= TIME_LED_WEY;                
                    e_time <= TIME_LED_WEG+TIME_LED_WEY;            
	                s_time <= TIME_LED_WEY;               
                    w_time <= TIME_LED_WEG+TIME_LED_WEY;   
					nl_time <= TIME_LED_WEY+TIME_LED_NSG+TIME_LED_NSY;                  
                    el_time <= TIME_LED_WEY;                
	                sl_time <= TIME_LED_WEY+TIME_LED_NSG+TIME_LED_NSY;               
                    wl_time <= TIME_LED_WEY;    
                end 
            end	
	            4'b0111:  begin                    
                e_time <= TIME_LED_WER+time_cnt - 1'b1;             
                s_time <= time_cnt - 1'b1;           
	            w_time <= TIME_LED_WER+time_cnt - 1'b1;             
                n_time <= time_cnt - 1'b1;
				el_time <= time_cnt - 1'b1;         
                sl_time <= TIME_LED_NSY+TIME_LED_NSG+time_cnt - 1'b1;          
	            wl_time <= time_cnt - 1'b1;              
                nl_time <= TIME_LED_NSY+TIME_LED_NSG+time_cnt - 1'b1;  
                if (time_cnt > 1)begin
                    time_cnt <= time_cnt - 1'b1;
                    state <= state;
                end 
                else begin
                    time_cnt <= TIME_LED_NSG;
                    state <= 4'b0000;           
					n_time <= TIME_LED_NSG;                
                    e_time <= TIME_LED_WER;            
	                s_time <= TIME_LED_NSG;               
                    w_time <= TIME_LED_WER; 
					nl_time <= TIME_LED_NSG+TIME_LED_NSY;                  
                    el_time <= TIME_LED_WER+TIME_LED_NSY+TIME_LED_NSG;                
	                sl_time <= TIME_LED_NSG+TIME_LED_NSY;               
                    wl_time <= TIME_LED_WER+TIME_LED_NSY+TIME_LED_NSG;   
                end 
            end				
            default: begin
                state <= 4'b0;
                time_cnt <= TIME_LED_NSG;
				n_time <= TIME_LED_NSG;                 
                e_time <= TIME_LED_WER;               
	            s_time <= TIME_LED_NSG;              
                w_time <= TIME_LED_WER;  
				nl_time <= TIME_LED_NSG+TIME_LED_NSY;              
                el_time <= TIME_LED_WER+TIME_LED_NSY+TIME_LED_NSG;    
	            sl_time <= TIME_LED_NSG+TIME_LED_NSY;               
                wl_time <= TIME_LED_WER+TIME_LED_NSY+TIME_LED_NSG;   
            end 
        endcase
    end 
end                 
endmodule
==> results.json <==
{
  "ys_ff": 85,
  "syn_to_final_growth_pct": 11.0,
  "design.core.area_um2": 12700,
  "die_area_um2": 13600,
  "pre_cts_slack_ps": 1860,
  "worst_pin_slew_ps": 930,
  "antennaDiodeCount": 0,
  "core_util_floorplan_pct": 51.6,
  "end_kind": "flop",
  "via_per_inst": 6.29,
  "slew_violations": 0,
  "fp-row-count": 41,
  "drtAntennaViolNets": 0,
  "fin_ws_ps": 1750,
  "clkLatencyLatePin_ps": 250,
  "period_used_pct": 55.2,
  "ff_type": "edfxtp_1",
  "clockRootBuffer": "clkbuf_16",
  "dr.pass1.iters": 5,
  "drt_iter0_drc": 571,
  "io_buffers": 84,
  "clock_path_buffers": 2,
  "synthesis.area_um2": 6570,
  "dieWidth_um": 117,
  "grt-ovfl-total": 0,
  "fin_util_pct": 57.3,
  "cts_resized": 0,
  "yosysMostFrequentCell": "nor2_1",
  "antenna_found_initial": 0,
  "outcome": "complete, no violations",
  "met1_length_um": 8830,
  "num_vias": 5966,
  "htree_levels": 1,
  "critical_path_class": "flop to flop",
  "cpLargestDelayFamily": "AND-OR/OR-AND gates",
  "yosysTopAreaCell": "edfxtp_1",
  "layout_min_cycle_time_ps": 2150,
  "yosysChipArea_um2": 6570,
  "unconstrained_endpoints": 192,
  "cp.arrival_ps": 2260,
  "cts_inserted_buffers": 3,
  "wl_met3_um": 1740,
  "drc": 0,
  "ir_drop_mv": 0.269,
  "synth-edff-count": 50,
  "path_cells": "and3_1 -> a211o_1 -> a21oi_1 -> o21ai_0 -> a41o_1 -> xor2_1",
  "synth_async_sr_flop_share_pct": 41.2,
  "slowest_stage": "a41o_1",
  "start_kind": "flop",
  "setup_tns_ps": 0,
  "hold_class": "primary input to asynchronous set/reset pin",
  "hold_viol_final": 0,
  "power_leakage_nw": 2.68,
  "skew_ps": 3.44,
  "cts_tree": "built",
  "grt_pass1_wl_um": 30600,
  "crit_path_max_incr_delay_ps": 470,
  "dieHeight_um": 117,
  "synth_seq_share_pct": 36.3,
  "met2WireLength_um": 8830,
  "max-slew-margin-rel_pct": 38.0,
  "drive_gt1_share_pct": 5.41,
  "totalPowerFinal_mw": 0.645,
  "io_pins": 86,
  "place.gp.congestion": 0.993,
  "postCtsHoldBufs": 0,
  "path_clk_slew_ps": 60,
  "p_per_area_nw_per_um2": 88.4,
  "drv_cap": 0,
  "warnings": 37,
  "synthCells": 757,
  "post_cts_buffers": 0,
  "max_clock_freq_ghz": 0.465,
  "design_area_um2": 7300,
  "rsz0062_at_grt": "no",
  "ys_cells": 757,
  "top_cells_by_count": "74 x nor2_1, 71 x nand2_1, 58 x a21oi_1, 54 x o21ai_0, 50 x edfxtp_1",
  "highest_layer": "met4",
  "grt_max_degree": 62,
  "finalSetupViolCount": 0,
  "dpl_cell_area_um2": 7220,
  "required_ps": 4010,
  "grtUsageTotal_pct": 30.9,
  "unclocked_pins": 59,
  "crit_fanout": 17,
  "synthTopCellsByArea": "edfxtp_1 23%, dfrtp_1 12%, xnor2_1 5.6%",
  "routedWlPerCell_um": 21.1,
  "wl_um": 20000,
  "dp_hpwl_um": 14300,
  "grt_pass1_vias": 5434,
  "synth.distinct_cells": 82,
  "ys_warn_count": 1,
  "worst-path-buf-inv": 0,
  "syn_avg_cell_area_um2": 8.68,
  "yosysTopAreaCellShare_pct": 22.9
}
-- layout make-up --
class / count / area (um^2)
multi-input combinational: 583 / 3680
fill: 1145 / 5430
inverter: 13 / 48.8
sequential: 85 / 2380
timing repair buffer: 92 / 898
clock buffer: 3 / 75.1
tap: 172 / 215
-- report_power, final --
group          total [mW]  switching (mW)  internal (mW)  leakage (nW)
logic              0.0705          0.0331         0.0374          1.72
clock network       0.214          0.0783          0.135        0.0370
registers           0.361         0.00707          0.354         0.917
-- logic make-up after synthesis --
group           count (synthesis)  synth area share (%)
xor+xnor                       65                  9.07
buf+inv                        98                  8.30
mux                             3                 0.514
compound gates                236                  24.5
fa+ha+maj                      15                  2.86
simple gates                  254                  18.5
other cells                     1                0.0571
flops                          85                  36.3
-- final timing paths --
kind                                 startpoint              endpoint  slack (ps)  cells past startpoint
hold / removal                        sys_rst_n  t_count[0]$_DFF_PN0_         460                      1
min in group clk0          t_count[0]$_DFF_PN0_  t_count[0]$_DFF_PN0_         500                      1
hold reg to reg            t_count[0]$_DFF_PN0_  t_count[0]$_DFF_PN0_         500                      1
max in group asynchronous             sys_rst_n  t_count[9]$_DFF_PN0_        2480                      2
setup / recovery           t_count[2]$_DFF_PN0_     clk_t$_DFFE_PN0N_        1750                      6
setup reg to reg           t_count[2]$_DFF_PN0_     clk_t$_DFFE_PN0N_        1750                      6
-- state kept, by name, indices dropped and copies added (netlist names) --
| name | count |
|---|---|
| nl_time | 10 |
| clk_t | 1 |
| n_time | 10 |
| wl_time | 10 |
| e_time | 10 |
| s_time | 10 |
| time_cnt | 6 |
| state | 3 |
| t_count | 25 |
-- stage by stage --
stage / cells / hold WS (ps)
after floorplan: 766 / 448
after global placement: 945 / 463
after detailed placement: 945 / 476
after CTS: 948 / 468
after global routing: 948 / 478
final: 948 / 457
-- metal layers --
metal  track usage [%]  vias up
li1                  -     2770
met1              49.4     2840
met2              45.7      316
met3              4.33       40
met4              8.27        0
met5                 0        -
-- cell usage in the layout, fill, tap and decap left out, types with 11 or more instances in the layout --
cell type,instances
o22ai_1,11
nand2b_1,11
nand2_1,71
ha_1,15
nor2_1,74
xnor2_1,42
edfxtp_1,50
nand3_1,25
or3_1,11
clkdlybuf4s50_1,83
o21ai_0,54
a21oi_1,58
xor2_1,21
nor3_1,14
dfrtp_1,31
Power and IR drop assume default switching activity.
